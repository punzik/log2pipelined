## flow/config.mk

```make
export PLATFORM = sky130hd
export DESIGN_NAME = normalize
export DESIGN_NICKNAME = normalize
export VERILOG_FILES = /design/flow/design.v
export SDC_FILE = /design/flow/constraint.sdc
export NUM_CORES = 4
export LEC_CHECK = 1
export CORE_UTILIZATION = 30
```

## flow/design.v

```verilog
`timescale 1ns/100ps
`default_nettype none
module normalize #(parameter WIDTH = 16)
    (clock, reset, data_i, valid_i, data_o, norm_o, valid_o);
    localparam NORM_W = $clog2(WIDTH);
    input wire clock;
    input wire reset;
    input wire [WIDTH-1:0] data_i;
    input wire valid_i;
    output wire [WIDTH-1:0] data_o;
    output wire [NORM_W-1:0] norm_o;
    output wire valid_o;
    localparam STEPS = $clog2(WIDTH);
    reg [WIDTH-1:0] data_pp[STEPS];
    reg [NORM_W-1:0] norm_pp[STEPS];
    genvar n;
    for (n = 0; n < STEPS; n = n + 1) begin: step
        localparam MASK_LEN = 1 << (STEPS-n-1);
        wire [WIDTH-1:0] prev_data;
        wire [NORM_W-1:0] prev_norm;
        assign prev_data = (n == 0) ? data_i : data_pp[n-1];
        assign prev_norm = (n == 0) ? '0 : norm_pp[n-1];
        always_ff @(posedge clock)
          if (reset) begin
              data_pp[n] <= '0;
              norm_pp[n] <= '0;
          end
          else
            if ((prev_data & {{MASK_LEN{1'b1}}, {(WIDTH-MASK_LEN){1'b0}}}) == '0) begin
                data_pp[n] <= prev_data << MASK_LEN;
                norm_pp[n] <= prev_norm + MASK_LEN;
            end
            else begin
                data_pp[n] <= prev_data;
                norm_pp[n] <= prev_norm;
            end
    end
    reg [STEPS-1:0] valid_pp;
    always_ff @(posedge clock)
      if (reset)
        valid_pp <= '0;
      else
        if (STEPS > 1)
          valid_pp <= {valid_pp[STEPS-2:0], valid_i};
        else
          valid_pp[0] <= valid_i;
    assign data_o = data_pp[STEPS-1];
    assign norm_o = norm_pp[STEPS-1];
    assign valid_o = valid_pp[STEPS-1];
endmodule
```

## flow/run.sh

```bash
#!/bin/bash
# OpenROAD 26Q1-2900-gdf79404cd8, Yosys 0.63+post, stock flow scripts
make -C /OpenROAD-flow-scripts/flow DESIGN_CONFIG=/design/flow/config.mk WORK_HOME=/design/flow/orfs finish
```

## flow/constraint.sdc

```tcl
current_design normalize

set clk_period 2.1
set clk_io_pct 0.2

create_clock -name clk0 -period $clk_period [get_ports {clock}]

set non_clock_inputs [all_inputs -no_clocks]
set_input_delay [expr $clk_period * $clk_io_pct] -clock clk0 $non_clock_inputs
set_output_delay [expr $clk_period * $clk_io_pct] -clock clk0 [all_outputs]
```

==> impl_metrics.ini <==
; physical design summary
[floorplanning]
die_area_mm2 = 0.00870
floorplan.initialDensity = 0.317
die_h_um = 93.3
rows = 32
core_area_mm2 = 0.00789
die_x_um = 93.3
ioPinCount = 40

[setup_path]
crit_required_ns = 1.68
cp_top_family = buffers and inverters
crit_path_max_incr_delay_ns = 0.45
critPathKind = reg -> out
start_kind = flop
r2r_setup_slack_ns = 0.71
slowest_stage = clkdlybuf4s50_1
timing.rr.end = data_pp[1][10]$_SDFF_PP0_
crit_path_end_kind = output pin
r2r-start = data_pp[0][13]$_SDFF_PP0_
path_buffers = 1
r2r_cells = 3
worstPathMaxFanout = 1
cp.arrival_ns = 1.10
crit_chain = clkdlybuf4s50_1

[worst_hold_path]
min_path_cells = 2
hold_path_end = norm_pp[1][2]$_SDFF_PP0_
hold_class = in -> reg
hold_path.startpoint = reset

[clocking]
cts_hold_buffers = 0
clock_sinks = 78
clk_path_buf_depth = 2
cts.clk_slew.worst_paths_ns = 0.07
clk_latency_ns = 0.33
htreeDepth = 3
post_cts_buffers = 0
ctsResizeCount = 0
cts_tree = done
cts-buffers-inserted = 9
clockRootBuffer = clkbuf_8

[sta]
period_needed_ns = 1.52
fin_crit_sh = 0.724
slew_violations = 0
worst_slew_margin_rel = 0.549
setup_violations = 0
fin_skew_ns = 0.00712
final_hold_viol_count = 0
clock.fmax_ghz = 0.658
worst_pin_slew_ns = 0.674
hold_slack_ns = 0.380
fin_tns_setup_ns = 0
rsz0062_at_grt = no

[drt]
wl_met3_um = 236
vias = 1593
wl_per_cell_um = 9.83
num_antenna_cells = 0
drtPass1Iterations = 4
met1_length_mm = 1.83
wl_mm = 3.74
first_iter_violations = 40
drcViolationCount = 0
vias_per_cell = 4.18
top_layer_used = met4
wl_met2_mm = 1.61
drtAntennaViolNets = 0

[power]
pwr_density_cell_mw_per_mm2 = 866
intPower_mw = 2.16
p_sw_mw = 0.568
pwr-share-clk = 0.352
p_sw_frac = 0.208
power_frac_seq = 0.576
p_comb_frac = 0.072
p_leak_nw = 1.19
ir_worst_vdd_uv = 295

[finish]
logic_area_um2 = 863
layout-drive-gt1-share = 0.104
nFillCells = 777
syn_to_final_growth_pct = 26.0
final_util = 0.399
flop_area_mm2 = 0.00156

[yosys]
common_cells = dfxtp_1 (78), nor2_1 (28), nand2_1 (24)
ys_area_mm2 = 0.00250
synth_area_leader_cell = dfxtp_1
ys_ff = 78
yosysWarnings = 3
synth_dominant_cell_count = dfxtp_1
avgSynthCellArea_um2 = 10.6
ys.flop_type = dfxtp_1
ys_types = 24
top_cell_area_share = 0.625
yosysSeqAreaShare = 0.625
synthesis.area_mm2 = 0.00250
async_flop_share = 0
ys_cells = 236
edf_count = 0
syn_inst = 236
top_cells_by_area = dfxtp_1 (62%), mux2i_1 (5.6%), a21oi_1 (4.6%)

[grt]
antenna_found_initial = 0
grt_overflow = 0
grt_first_pass_wirelength_mm = 6.56
grt_max_degree = 50
grt_pass1_vias = 1469
grt_usage = 0.0954

[placement]
gp_congestion = 0.761
place.port_buffers = 39
hpwl_mm = 2.62

[run]
warning_count = 25
max-cap-violations = 0

[outcome]
status = finished clean
registers in the layout, summed over array words and instances (netlist names):
signal and cells:
data_pp 64, valid_pp 4, norm_pp 10
per-layer routing:
layer / track usage / vias to the layer above
li1: - / 872
met1: 0.143 / 670
met2: 0.143 / 44
met3: 0.0240 / 7
met4: 0.0218 / 0
met5: 0 / -
stage by stage:
step / power, mW / std cells / instance area [um2] / worst slack, ns
finish: 2.73 / 381 / 3150 / 0.580
global route: 2.87 / 381 / 3150 / 0.521
CTS: 2.77 / 381 / 3150 / 0.552
detailed placement: 1.80 / 367 / 2980 / 0.306
global placement: 1.80 / 367 / 2980 / 0.356
floorplan: 1.72 / 236 / 2500 / 0.677
cells in the final DEF, fill, tap and decap left out, types with 4 or more instances in the layout:
cell type        count
a21oi_1             23
nand2_1             24
dfxtp_1             78
clkdlybuf4s50_1     38
and3_2               4
nor2b_1             10
clkbuf_8            12
nor4b_1              8
and2_1               8
buf_4                4
and3_1               4
a22o_1              11
mux2i_1             14
nor2_1              28
power by group through the flow:
stage | clock network (mW) | logic, mW | registers (mW)
finish | 0.960 | 0.197 | 1.57
global route | 1.07 | 0.222 | 1.58
CTS | 0.999 | 0.199 | 1.57
logic make-up after synthesis:
logic type             Yosys count  share of synthesized area
buffers and inverters           16                     0.0300
flip-flops                      78                      0.625
AND/OR/NAND/NOR                 93                      0.201
multiplexers                    14                     0.0561
AND-OR/OR-AND                   35                     0.0886
how the worst max path moves through the flow:
stage                                     start         end  slack [ns]  cells past startpoint
after CTS             data_pp[3][14]$_SDFF_PP0_  data_o[14]        0.55                      1
after global routing   data_pp[3][6]$_SDFF_PP0_   data_o[6]        0.52                      1
final                 data_pp[3][14]$_SDFF_PP0_  data_o[14]        0.58                      1
area by class of cell:
type	instances	share of cell area
inverters	2	0.00238
well taps	102	0.0405
clock buffers	13	0.0536
multi-input cells	142	0.274
flip-flops and latches	78	0.496
repair buffers	43	0.132
clock inverters	1	0.00159
Power and IR drop assume default switching activity.
